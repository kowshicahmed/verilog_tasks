**./design.v**
```verilog
module map9v3(clock, reset, start, N, dp, done, counter, sr);
input         clock;
input	      start;          
input	      reset;          
input   [8:0] N;              
output  [8:0] dp;	      
output	      done;
output	[7:0] counter;
output  [7:0] sr;
reg     [8:0] dp;	   
reg	[7:0] sr;
reg	[7:0] counter;
reg	[1:0] startbuf;
reg	      done;
reg	[2:0] state;
parameter INIT 		= 3'b000;
parameter RUN 		= 3'b001;
parameter ALMOSTDONE 	= 3'b010;
parameter DONE 		= 3'b011;
parameter WAIT 		= 3'b100;
always @(posedge clock or posedge reset) begin
    if (reset == 1) begin
	dp <= 9'b0;
	sr <= 8'b0;
	counter <= 8'b0;
	startbuf <= 2'b00;
	done <= 0;
	state <= INIT;
    end else begin
	if (state == INIT) begin
	    counter <= 255 - N[8:1] + 3;
	    sr <= 8'b0;
	    done <= 0;
	    state <= RUN;
	end else if (state == RUN) begin
	    sr[7] <= sr[6];
	    sr[6] <= sr[5];
	    sr[5] <= sr[4];
	    sr[4] <= sr[3];
	    sr[3] <= sr[2];
	    sr[2] <= sr[1];
	    sr[1] <= sr[0];
	    sr[0] <= ~(sr[7] ^ sr[5] ^ sr[4] ^ sr[3]);
	    counter <= counter - 1;
	    if (counter == 0) begin
	       state <= ALMOSTDONE;
	    end
	end else if (state == ALMOSTDONE) begin
	    dp[0] <= N[0];
	    dp[8:1] <= sr[7:0];
	    state <= DONE;
	end else if (state == DONE) begin
	    done <= 1;
	    state <= WAIT;
	end else if (state == WAIT) begin
	    if (startbuf == 2'b01) begin
		state <= INIT;
	    end
	end
	startbuf <= {startbuf[0], start};
    end
end
endmodule
```
**./run.sh**
```bash
#!/bin/bash
# OpenROAD 26Q1-2900-gdf79404cd8, Yosys 0.63+post, stock flow scripts
make -C /OpenROAD-flow-scripts/flow DESIGN_CONFIG=/design/flow/config.mk WORK_HOME=/design/flow/orfs finish
```
**./config.mk**
```make
export PLATFORM = sky130hd
export DESIGN_NAME = map9v3
export DESIGN_NICKNAME = map9v3
export VERILOG_FILES = /design/flow/design.v
export SDC_FILE = /design/flow/constraint.sdc
export NUM_CORES = 4
export LEC_CHECK = 1
export CORE_UTILIZATION = 30
```
**./constraint.sdc**
```tcl
current_design map9v3

set clk_period 2.2
set clk_io_pct 0.2

create_clock -name clk0 -period $clk_period [get_ports {clock}]

set non_clock_inputs [all_inputs -no_clocks]
set_input_delay [expr $clk_period * $clk_io_pct] -clock clk0 $non_clock_inputs
set_output_delay [expr $clk_period * $clk_io_pct] -clock clk0 [all_outputs]
```
==> GITHUB_STEP_SUMMARY <==
## PnR job results

| Metric | Value |
|---|---|
| Clock Skew | `6.67 ps` |
| Setup CP Type | `input pin to register` |
| Pwr dens | `544 nW/um^2` |
| Final core occ | `43.3%` |
| Late-Pin Clk Latency | `280 ps` |
| Post-synth ARST share | `100%` |
| Unique cell type count in the Yosys netlist | `28` |
| Max IR drop VDD | `0.000208 V` |
| CP Data Required Time | `2350 ps` |
| Post-synth area from yosys stat | `1500 sq um` |
| Post-synth EDFFs | `0` |
| Hold Crit Start | `startbuf[0]` |
| Worst-case clock buffer depth | `2` |
| Die width | `72.6 microns` |
| Vias | `1062` |
| Total CTS buffers | `5` |
| GRT Total Usage | `11.7%` |
| Clock transition at the registers of the reported paths | `60 ps` |
| Detailed Route Iter0 Violations | `38` |
| M1 GR Usage | `17.6%` |
| Cell Area, Synth | `1500 sq um` |
| H-tree depth | `2` |
| Delay of the slowest cell on the worst path | `570 ps` |
| Hold Crit Class | `register to register` |
| Final GP Congestion | `0.766` |
| Main flop type | `dfrtp_1` |
| Post-CTS Resized | `0` |
| Yosys warns | `1` |
| DRC | `0` |
| IO Pins | `38` |
| CP startpoint kind | `input pin` |
| Filler cells | `454` |
| Flip-flop and latch count after synthesis | `33` |
| Synth area leaders | `dfrtp_1 54%, mux2i_1 7.4%, mux2_2 6.8%` |
| Wire length per cell | `11.3 microns` |
| Share of the synthesized area in the top cell type | `53.6%` |
| Post-route cell area | `2060 sq um` |
| Global route overflow | `0` |
| Dominant logic cell types in the final layout | `37 x clkdlybuf4s50_1, 32 x dfrtp_1, 15 x nor2_1` |
| Core area | `4750 sq um` |
| Met2 Resource Use GR | `17.9%` |
| Fin. max-slew vios | `0` |
| DP Wirelength | `1990 microns` |
| CTS tree | `built` |
| Worst-path cell chain | `clkdlybuf4s50_1 -> or4_1 -> a211oi_2 -> xor2_1 -> mux2i_1` |
| Routed Antenna Nets | `0` |
| Min Tclk post-route | `1780 ps` |
| Area growth, synth to finish | `37.7%` |
| Fin. Hold Viols | `0` |
| CTS Hold Buffers Added | `0` |
| Post-CTS Setup Bufs | `0` |
| Non-filler cells, final | `238` |
| Met3 Use GR | `2.80%` |
| Period utilization | `80.8%` |
| Max_slew headroom | `66.4%` |
| Tool warning count | `25` |
| Max Clk Rate | `562 MHz` |
| CTS root buf | `clkbuf_8` |
| Max Cap Viol | `0` |
| Register share after synthesis | `55.3%` |
| First-pass GRT wire length | `4740 microns` |
| Slew @ Worst Pin | `492 ps` |
| Die Size | `5270 sq um` |
| Drt total wl | `2700 microns` |
| Port Buffers | `37` |
| Buf/Inv on CP | `1` |
| Share of post-route cells with drive strength above 1 | `15.8%` |
| CP endpoint kind | `register` |
| Mean post-synth cell area | `11.9 sq um` |
| Die height | `72.6 microns` |
| Placed cell areas | `1970 sq um` |
| Initial antenna violation count | `0` |
| Commonest Layout Cell | `clkdlybuf4s50_1` |
| Sum Neg Setup Slack | `0 ps` |
| Final Total Pwr | `0.00112 W` |
| Synth Instances | `126` |
| Area leader, netlist | `dfrtp_1` |
| CP Max Fanout | `3` |
| Arr. time, crit path | `1930 ps` |
| Status | `complete, no violations` |
| Via density | `4.46` |
| RSZ-0062 raised after global routing | `false` |
| FP Core Util | `31.4%` |
| Diodes inserted | `0` |
| # rows | `25` |
| Vias in the first global route | `1025` |
| Busiest grt layer | `met2` |
| CP top delay family | `simple AND/OR/NAND/NOR gates` |
| Slowest stage cell, crit path | `or4_1` |
| TritonRoute pass-1 iters | `4` |
| Ys cells | `126` |
| Critical R2R Launch | `counter[2]` |
| CP Launch Point | `N[5]` |
| Clock sink total | `33` |
| Pin count of the biggest net entering global routing | `25` |
| Final setup viols | `0` |
| Placed cells | `230` |
| Leak pwr | `0.861 nW` |
-- cell usage after synthesis, types with 2 or more instances --
cell type  count
xor2_1         5
nor3b_1        2
nand2_1        6
buf_2          3
a21o_1         2
o21ai_1        2
dfrtp_1       32
clkbuf_1       3
xnor2_1       10
nor4_1         2
mux2_2         9
inv_1          4
nor2_1        15
a21oi_1        3
nor3_1         3
ha_1           2
mux2i_1       11
o21ai_0        2
-- path summary, 6_finish.rpt --
| path | to | slack (ps) | cells after the start |
|---|---|---|---|
| worst max-delay path | counter[7] | 420 | 5 |
| worst min-delay path | startbuf[1] | 380 | 0 |
| worst max register to register | counter[7] | 590 | 4 |
| worst min register to register | startbuf[1] | 380 | 0 |
| max in group asynchronous | sr[7] | 1250 | 3 |
| min in group asynchronous | state[4] | 430 | 2 |
-- registers in the layout, summed over array words and instances (netlist names) --
signal,cells
dp,9
sr,8
startbuf,2
state,5
counter,8
done,1
-- stage by stage --
step	hold WS, ps	setup slack, ps
2_1_floorplan	355	637
3_3_place_gp	363	146
3_5_place_dp	376	123
4_1_cts	390	428
5_1_grt	401	370
6_report	385	421
-- kinds of logic after synthesis --
kind of cell	share of synthesized area (%)
compound gates	5.44
xor+xnor	8.79
fa+ha+maj	1.67
buf+inv	2.76
flops	55.3
mux	14.1
simple gates	11.9
-- area by class of cell --
class,count,area (sq um),area share [%]
tap,67,83.8,4.07
sequential,33,827,40.2
inverter,4,15.0,0.729
clock buffer,8,90.1,4.38
timing repair buffer,43,415,20.2
multi-input combinational,83,627,30.5
-- layer usage --
layer,up-vias,wire (microns),part of all wire (%)
met5,-,0,0
met4,0,48,1.8
met3,5,175,6.5
met2,41,1170,43
met1,498,1310,48
li1,518,-,-
-- where the power goes --
group          switching, W  internal (W)
clock network      0.000200      0.000255
registers       0.000000678      0.000609
logic             0.0000257     0.0000285
-- worst register-to-register path, delay by kind of cell (launching register included) --
kind / cells / cell delay [ps]
simple gates: 2 / 790
xor+xnor: 1 / 140
mux: 1 / 80
flops: 1 / 460
Power is estimated from default activity; no workload was simulated.
