==> design.v <==
module program_counter( reset, clock, opcode, pc_in, pc_out);
input reset;
input clock;
input[1:0] opcode;
input[15:0] pc_in;
output[15:0] pc_out;
reg[15:0] mPc;
always@(posedge clock)
begin
	if(!reset) begin
		mPc <= 16'b0;
	end
	else begin
		case (opcode)
			2'd0: 
				mPc <= 16'b0;
			2'd1:
				mPc <= pc_in;
			2'd2:
				mPc <= mPc + 16'h0001;
			2'd3:
				mPc <= mPc;
			default: 
				mPc <= 16'h0000;
		endcase
	end
end
assign pc_out = mPc;
endmodule
==> run.sh <==
#!/bin/bash
# OpenROAD 26Q1-2900-gdf79404cd8, Yosys 0.63+post, stock flow scripts
make -C /OpenROAD-flow-scripts/flow DESIGN_CONFIG=/design/flow/config.mk WORK_HOME=/design/flow/orfs finish
==> config.mk <==
export PLATFORM = sky130hd
export DESIGN_NAME = program_counter
export DESIGN_NICKNAME = program_counter
export VERILOG_FILES = /design/flow/design.v
export SDC_FILE = /design/flow/constraint.sdc
export NUM_CORES = 4
export LEC_CHECK = 1
export CORE_AREA = 10 10 89 89
export DIE_AREA = 0 0 99 99
==> constraint.sdc <==
current_design program_counter

set clk_period 3.8
set clk_io_pct 0.2

create_clock -name clk0 -period $clk_period [get_ports {clock}]

set non_clock_inputs [all_inputs -no_clocks]
set_input_delay [expr $clk_period * $clk_io_pct] -clock clk0 $non_clock_inputs
set_output_delay [expr $clk_period * $clk_io_pct] -clock clk0 [all_outputs]
==> impl_metrics.ini <==
; synthesis and place-and-route metrics
[floorplan]
die_h_um = 99
fp_util = 0.1792
io_pins = 36
chip_area_sq_um = 9801
rows = 28
core_sq_um = 5991
fp.dieW_um = 99

[global_routing]
antenna_found_initial = 0
grt_pass1_vias = 1140
grt_use_total = 0.06900
grt_pass1_wl_um = 5658
grt.overflow.total = 0
grt_max_degree = 25

[critical_path]
crit_required_ns = 3.92
critPathMaxFanout = 24
crit_path_end_kind = register
path_class = primary input to register
arrival_ns = 2.95
cp-start-kind = primary input

[cts]
clkSlewWorstSetupHoldPaths_ns = 0.06
ctsResizeCount = 0
cts_tree = built
cts_setup_buffers = 0
ctsHoldBuffers = 0
cts.sinks = 16
cts_buffers = 3
clock_path_buffers = 2
clkLatencyLatePin_ns = 0.25
cts-root-buf = clkbuf_8
h-tree-depth = 1

[final_layout]
top_regs = mPc x16
final_cell_area_sq_um = 1531
regMostFlops = mPc
largest_reg_flops = 16
final_core_util = 0.2556
layout_top_cells = clkdlybuf4s50_1, dfxtp_1, nor2_1
area_growth_pct = 42.66
regArea_sq_um = 320.3
final_common_cell = clkdlybuf4s50_1
fin_cells = 241
fillCellCount = 639
logic_area_sq_um = 695.7
drive_above_1_share = 0.07229

[final_timing]
rsz0062_at_grt = false
hold_ws_ns = 0.5248
drv_slew = 0
tightest_slew_ns = 0.8447
finalHoldViolCount = 0
setup_violations = 0
max-slew-margin-rel = 0.4369
skew_ns = 0.0006939
tns_ns = 0
finalCritPeriodShare = 0.7430
layout_setup_ws_ns = 0.9766
clock.fmax_ghz = 0.3542
min_period_ns = 2.823

[yosys]
ys_cells = 134
synthTopCellsByArea = dfxtp_1, a22oi_1, nor2_1
yosys.area.top_type_share = 0.2984
yosys_area_sq_um = 1074
syn_area_sq_um = 1074
synth_cells = 134
yosys.area.top_type = dfxtp_1
seq_area_frac_synth = 0.2984
synth.distinct_cells = 40
syn_avg_cell_area_sq_um = 8.011
yosysWarningCount = 1
ys.flops = 16

[pwr]
leakage_nw = 0.4565
pwr_density_cell_nw_per_um2 = 243.0
p_total_mw = 0.3722
ir_drop_mv = 0.09481

[route]
drtIter0Drc = 96
drt_pass1_iterations = 7
wire_per_inst_um = 14.46
antenna_left = 0
diodes = 0
via_per_inst = 4.656
vias = 1122
drc = 0
routed_wirelength_um = 3485

[run]
maxCapViolations = 0
warnings = 27

[place]
hpwl_um = 2664
placed_cell_area_sq_um = 1490
place_ws_ns = 0.7461
port-buffer-count = 35
gp_congestion = 0.8141
dp.cells = 238

[worst_hold_path]
holdCritPathClass = register to register

[status]
status = finished, final reports clean
==> cells by family after synthesis <==
logic type	after synthesis	synth area share
simple gates	54	0.2716
compound gates	39	0.2681
flops	16	0.2984
buf+inv	14	0.05362
xor+xnor	5	0.04079
fa+ha+maj	4	0.04662
mux	2	0.02098
==> final cells by class <==
type	instances	area share
multi-input cells	104	0.4542
repair buffers	35	0.2288
flip-flops and latches	16	0.2092
well taps	75	0.06127
clock buffers	3	0.02696
inverters	8	0.01961
==> layer usage <==
layer,GRT usage,part of all wire,vias up
li1,-,-,568
met1,0.09808,0.50,517
met2,0.1072,0.44,35
met3,0.01480,0.051,2
met4,0.007718,0.0066,0
met5,0,0,-
==> cells in the mapped netlist (all sizes together) <==
library cell and instances:
nand4b 3, mux2 2, clkbuf 2, xnor2 5
nor3b 1, a32oi 3, or4 1, o21a 1
o211ai 2, o22ai 2, nor2b 2, nand2 13
nor3 2, a22oi 8, a21oi 5, dfxtp 16
a222oi 2, nand3 6, o311ai 1, buf 4
a22o 1, nand4 4, ha 4, o21ai 7
nor2 14, o41a 1, and2 1, inv 8
a31oi 2, o31a 2, nand2b 4, a221oi 1
nor4 3, o41ai 1
==> final timing paths <==
path | startpoint | to | slack, ns | cells after the start
min reg2reg | mPc[15] | mPc[15] | 0.52 | 2
max reg2reg | mPc[0] | mPc[10] | 2.00 | 5
max | opcode[1] | mPc[4] | 0.98 | 6
min | mPc[15] | mPc[15] | 0.52 | 2
==> power breakdown <==
group	internal [mW]	switching (mW)
clock network	0.0703	0.0584
logic	0.0363	0.0286
registers	0.172	0.00675
total	0.278	0.0938
==> worst max-delay path, stage by stage <==
cell and delay [ns]:
clkdlybuf4s50_1 0.50, ha_1 0.72, nor2_1 0.20, and2_1 0.35, a222oi_1 0.34, nor2_1 0.06
Power is estimated from default activity; no workload was simulated.
