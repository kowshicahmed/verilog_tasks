[flow/run.sh]
#!/bin/bash
# OpenROAD 26Q1-2900-gdf79404cd8, Yosys 0.63+post, stock flow scripts
make -C /OpenROAD-flow-scripts/flow DESIGN_CONFIG=/design/flow/config.mk WORK_HOME=/design/flow/orfs finish
[flow/config.mk]
export PLATFORM = sky130hd
export DESIGN_NAME = internal_register
export DESIGN_NICKNAME = internal_register
export VERILOG_FILES = /design/flow/design.v
export SDC_FILE = /design/flow/constraint.sdc
export NUM_CORES = 4
export LEC_CHECK = 1
export CORE_UTILIZATION = 40
[flow/constraint.sdc]
current_design internal_register

set clk_period 5.6
set clk_io_pct 0.2

create_clock -name clk0 -period $clk_period [get_ports {clock}]

set non_clock_inputs [all_inputs -no_clocks]
set_input_delay [expr $clk_period * $clk_io_pct] -clock clk0 $non_clock_inputs
set_output_delay [expr $clk_period * $clk_io_pct] -clock clk0 [all_outputs]
[flow/design.v]
module internal_register( reset, clock, enable, rd_adrs, ra_adrs, rb_adrs, wr_en, data_in, ra_out, rb_out);
input reset;
input clock;
input enable;
input wr_en;
input[2:0] rd_adrs;
input[2:0] ra_adrs;
input[2:0] rb_adrs;
input[15:0] data_in;
output[15:0] ra_out;
output[15:0] rb_out;
reg[15:0] ra_out = 0;
reg[15:0] rb_out = 0;
reg[15:0] internal_reg[0:7];
always@(posedge clock)
begin
	if (!reset) begin
		ra_out <= 16'b0;
		rb_out <= 16'b0;
	end
	else begin
		if(enable) begin
			if(wr_en) begin
		 		internal_reg[rd_adrs][15:0] <= data_in;
			end
		else begin
		 	ra_out <= internal_reg[ra_adrs][15:0];
		 	rb_out <= internal_reg[rb_adrs][15:0];
		end
		end
	end
end
endmodule
==> CHANGELOG.md <==
### Metrics

- CP Capture Type: flip-flop
- Reg area: 0.00448 mm²
- Reg2Reg Depth: 4
- Routed wire per std cell: 19.9 µm
- Crit path kind: primary input to flip-flop
- Hold Buf Count CTS: 0
- Die ar.: 0.0184 mm²
- Latency at later pin: 0.42 ns
- First-pass GRT wire length: 25.1 mm
- Hold Path End: ra_out[6]$_SDFFE_PN0P_
- IO Port Bufs: 60
- TritonCTS clock tree: done
- Max Cap Viol: 0
- PostCTS Resize Cnt: 0
- Status: complete, no violations
- CP required: 5.72 ns
- Top-area cell type share of the netlist area: 0.537
- Drt pass-1 iters: 4
- Tmin final: 3.02 ns
- 1st-iter DRT viols: 296
- Skew final: 0.00516 ns
- PnR Total Power: 0.00267 W
- Commonest flop: edfxtp_1
- Root Driver: clkbuf_16
- FP Util: 0.411
- CORE AREA: 0.0174 mm²
- Row Count: 48
- FF-to-FF Start: internal_reg[3][7]$_DFFE_PP_
- Chip height: 136 µm
- Final setup fails: 0
- RR Endpoint: ra_out[7]$_SDFFE_PN0P_
- RSZ-0062 raised after global routing: false
- Yosys top cell by area: edfxtp_1
- Avg Inst Size Synth: 14.1 µm²
- Yosys cell count: 508
- Chip Area, Yosys: 0.00716 mm²
- GRT Residual Overflow: 0
- Most common logic cells in the final layout: mux2i_1, edfxtp_1, a22oi_1, clkdlybuf4s50_1, nor2_1
- HP Start: ra_out[6]$_SDFFE_PN0P_
- Max Root-Sink Buffers: 2
- Pwr dens: 316 mW/mm²
- Place WS: 2.09 ns
- # fillers: 1,464
- Clock Pin Slew Worst Setup and Hold Paths: 0.06 ns
- Tool warning count: 25
- Setup WS post-layout: 2.58 ns
- DR vias: 4,536
- Yosys warns: 1
- Io pins: 61
- Flop-to-flop setup slack: 4.53 ns
- Drt drc: 0
- EDFF count, synth: 128
- CP Data Arrival Time: 3.15 ns
- Yosys reg bits: 160
- Slew headroom: 0.389
- Total Wirelength: 16.1 mm
- Clk sinks: 160
- Placed cell count: 777
- H-Tree Depth: 4
- Final Max Slew Viols: 0
- Synth top area cells: edfxtp_1, mux2i_1, dfxtp_1
- Sequential cell area fraction in the yosys report: 0.626
- Leak: 3.08 nW
- Setup bufs post-CTS: 0
- Pin count of the biggest net entering global routing: 37
- Worst VDD drop: 0.197 mV
- Post-Syn Area: 0.00716 mm²
- Layout Cells excl Fill: 809
- Worst slew pin tran: 0.917 ns
- Synthesis-to-layout area growth: 17.8%
- Cell area after layout: 0.00844 mm²
- CP Max Fanout: 34
- Fmax achieved: 0.331 GHz
- Placed wire-length estimate: 9.66 mm
- Worst hold stages: 2
- Number of flip-flops in the largest register: 128
- RePlAce Congestion: 0.792
- Chip width: 136 µm
- Via density: 5.61
- Cell variety after synth: 22
- Async SR Flop Fraction: 0
- Final ANT Viol Nets: 0
- Dpl cell area: 0.00786 mm²
- TNS Setup: 0 ns
- All-Layer GR Usage: 0.197
- MI comb area: 0.00234 mm²
- Ratio of cells with drive above 1 in the final layout: 0.0873
- Num CTS Buffers: 17
- Startpoint Class: primary input
- Post-Synthesis Cells: 508
- Diodes inserted: 0
- Final Hold Vio Count: 0
- Initial antenna violation count: 0
- HP Class: flip-flop to flip-flop
- Vias in the first global route: 4,749
- Final period util: 0.540
==> metal layers <==
layer,GRT usage,routed length (µm),vias to the layer above
met5,0,0,-
met4,0.0487,466,0
met3,0.0824,1470,39
met2,0.321,8110,197
met1,0.252,6070,2202
li1,-,-,2098
==> layout make-up <==
cell class / instances / share of cell area
clock buffers: 26 / 0.0556
clock inverters: 6 / 0.0129
multi-input cells: 311 / 0.277
flip-flops and latches: 160 / 0.532
well taps: 225 / 0.0334
repair buffers: 81 / 0.0893
==> through the flow <==
| step | hold WS, ns | utilization |
|---|---|---|
| finish | 0.526 | 0.484 |
| global route | 0.561 | 0.484 |
| CTS | 0.532 | 0.484 |
| detailed placement | 0.514 | 0.451 |
| global placement | 0.516 | 0.451 |
| floorplan | 0.468 | - |
==> cells in the mapped netlist (2+ instances only) <==
cell type  instances
edfxtp_1         128
o21ai_0           32
buf_12             6
nand2b_1           3
a22oi_1           64
nor3_1             2
buf_8              4
nor2_1            38
clkbuf_1           6
nor2_2             2
dfxtp_1           32
a21oi_1           32
buf_2             11
buf_6              4
buf_4              6
and2_1             2
mux2i_1          128
nor2b_1            4
==> power breakdown <==
group / switching [W] / internal (W) / leakage, nW
registers: 0.0000119 / 0.00131 / 1.42
clock network: 0.000421 / 0.000712 / 0.280
logic: 0.000112 / 0.000102 / 1.38
==> worst max-delay path, stage by stage <==
cell and delay, ns:
clkdlybuf4s50_1 0.45, buf_4 0.32, nand4_1 0.24, nor2_1 0.68, buf_4 0.32
==> kinds of logic (layout without fill, tap and decap cells) <==
group / count (synthesis) / in the layout / share of synthesized area
flip-flops: 160 / 160 / 0.626
AND-OR/OR-AND: 128 / 128 / 0.112
multiplexers: 128 / 128 / 0.179
AND/OR/NAND/NOR: 55 / 55 / 0.0346
buffers and inverters: 37 / 113 / 0.0486
==> worst max path at each step <==
stage | to | depth (start not counted) | startpoint
after CTS | internal_reg[3][8]$_DFFE_PP_ | 5 | reset
after global routing | internal_reg[3][5]$_DFFE_PP_ | 5 | reset
final | internal_reg[3][13]$_DFFE_PP_ | 5 | reset
Power is estimated from default activity; no workload was simulated.
