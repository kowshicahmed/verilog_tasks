## config.mk

```make
export PLATFORM = sky130hd
export DESIGN_NAME = alu_16bit
export DESIGN_NICKNAME = alu_16bit
export VERILOG_FILES = /design/flow/design.v
export SDC_FILE = /design/flow/constraint.sdc
export NUM_CORES = 4
export LEC_CHECK = 1
export CORE_AREA = 10 10 105 105
export DIE_AREA = 0 0 115 115
```

## constraint.sdc

```tcl
current_design alu_16bit

set clk_period 11.7
set clk_io_pct 0.2

create_clock -name clk0 -period $clk_period

set non_clock_inputs [all_inputs -no_clocks]
set_input_delay [expr $clk_period * $clk_io_pct] -clock clk0 $non_clock_inputs
set_output_delay [expr $clk_period * $clk_io_pct] -clock clk0 [all_outputs]
```

## design.v

```verilog
module sum_16bit( op1, op2, result);
input[15:0] op1, op2;
output[15:0] result;
assign result = op1 + op2;
endmodule
module xor_16bit(
    op1,
    op2,
    result 
);
input[15:0] op1, op2;
output[15:0] result;
assign result = op1 ^ op2;
endmodule  
module or_16bit(
    op1,
    op2,
    result 
);
input[15:0] op1, op2;
output[15:0] result;
assign result = op1 | op2;
endmodule  
module and_16bit(
    op1,
    op2,
    result 
);
input[15:0] op1, op2;
output[15:0] result;
assign result = op1 & op2;
endmodule  
module isEqual_16bit(
    op1,
    op2,
    result 
);
input[15:0] op1, op2;
output[15:0] result;
assign result[0] = op1 == op2;
assign result[15:1] = {15{1'b0}};
endmodule  
module isNotEqual_16bit(
    op1,
    op2,
    result 
);
input[15:0] op1, op2;
output[15:0] result;
assign result[0] = op1 != op2;
assign result[15:1] = {15{1'b0}};
endmodule  
module sub_16bit(
    op1,
    op2,
    result 
);
input[15:0] op1, op2;
output[15:0] result;
assign result = op1 - op2;
endmodule  
module signedLessThen_16bit(
    op1,
    op2,
    result 
);
input[15:0] op1, op2;
output[15:0] result;
assign result[0] = ($signed(op1) < $signed(op2));
assign result[15:1] = {15{1'b0}};
endmodule  
module signedGreaterOrEqual_16bit(
    op1,
    op2,
    result 
);
input[15:0] op1, op2;
output[15:0] result;
assign result[0] = ~($signed(op1) < $signed(op2));
assign result[15:1] = {15{1'b0}};
endmodule  
module unsignedLessThen_16bit(
    op1,
    op2,
    result
);
input[15:0] op1,op2;
output[15:0] result;
assign result[0] = op1 < op2;
assign result[15:1] = {15{1'b0}};
endmodule  
module unsignedGreaterOrEqual_16bit(
    op1,
    op2,
    result
);
input[15:0] op1;
input[15:0] op2;
output[15:0] result;
assign result[0] = ~(op1 < op2);
assign result[15:1] = {15{1'b0}};
endmodule  
module mux4_16bit(
    mux_00,
    mux_01,
    mux_02,
    mux_03,
    mux_04,
    mux_05,
    mux_06,
    mux_07,
    mux_08,
    mux_09,
    mux_10,
    mux_11,
    mux_12,
    mux_13,
    mux_14,
    mux_15,
    y,
    sel
);
input[15:0] mux_00, mux_01, mux_02, mux_03, mux_04, mux_05, mux_06, mux_07, mux_08, mux_09, mux_10, mux_11, mux_12, mux_13, mux_14, mux_15;
input[3:0] sel;
output[15:0] y;
reg y;
always@(sel or mux_00 or mux_01 or mux_02 or mux_03 or mux_04 or mux_05 or mux_06 or mux_07 or mux_08 or mux_09 or mux_10 or mux_11 or mux_12 or mux_13 or mux_14 or mux_15)
    case (sel)
    0:
        y = mux_00;
    1:
        y = mux_01;
    2:
        y = mux_02;
    3:
        y = mux_03;
    4:
        y = mux_04;
    5:
        y = mux_05;
    6:
        y = mux_06;
    7:
        y = mux_07;
    8:
        y = mux_08;
    9:
        y = mux_09;
    10:
        y = mux_10;
    11:
        y = mux_11;
    12:
        y = mux_12;
    13:
        y = mux_13;
    14:
        y = mux_14;
    15:
        y = mux_15;
    endcase
endmodule  
module alu_16bit(
    a,
    b,
    flag,
    op_code,
    result
);
input[15:0] a,b;
output flag;
input[3:0] op_code;
output[15:0] result;
wire[15:0] m0, m4, m6, m7, m8, m9, m10, m12, m13, m14, m15;
sum_16bit                       inst01(.op1(a), .op2(b), .result(m0));
xor_16bit                       inst02(.op1(a), .op2(b), .result(m4));
or_16bit                        inst03(.op1(a), .op2(b), .result(m6));
and_16bit                       inst04(.op1(a), .op2(b), .result(m7));
isEqual_16bit                   inst05(.op1(a), .op2(b), .result(m8));
isNotEqual_16bit                inst06(.op1(a), .op2(b), .result(m9));
sub_16bit                       inst07(.op1(a), .op2(b), .result(m10));
signedLessThen_16bit            inst08(.op1(a), .op2(b), .result(m12));
signedGreaterOrEqual_16bit      inst09(.op1(a), .op2(b), .result(m13));
unsignedLessThen_16bit          inst10(.op1(a), .op2(b), .result(m14));
unsignedGreaterOrEqual_16bit    inst11(.op1(a), .op2(b), .result(m15));
mux4_16bit inst12(
    .mux_00(m0),
    .mux_01(16'h0000),
    .mux_02(16'h0000),
    .mux_03(16'h0000),
    .mux_04(m4),
    .mux_05(16'h0000),
    .mux_06(m6),
    .mux_07(m7),
    .mux_08(m8),
    .mux_09(m9),
    .mux_10(m10),
    .mux_11(16'h0000),
    .mux_12(m12),
    .mux_13(m13),
    .mux_14(m14),
    .mux_15(m15),
    .y(result),
    .sel(op_code)
);
assign flag = result == 0;
endmodule  
```

## run.sh

```bash
#!/bin/bash
# OpenROAD 26Q1-2900-gdf79404cd8, Yosys 0.63+post, stock flow scripts
make -C /OpenROAD-flow-scripts/flow DESIGN_CONFIG=/design/flow/config.mk WORK_HOME=/design/flow/orfs finish
```

==> node_exporter_impl.prom <==
# HELP chip_impl_metric Yosys and OpenROAD flow results
# TYPE chip_impl_metric gauge
chip_impl_info{name="run_status",value="finished, final reports clean"} 1
chip_impl_metric{name="ctsResizeCount",unit=""} 0
chip_impl_metric{name="std_cell_rows",unit=""} 34
chip_impl_metric{name="internal_power",unit="uW"} 64.46
chip_impl_metric{name="vias_per_cell",unit=""} 5.738
chip_impl_metric{name="worst-slew-pin-transition",unit="ns"} 0.7244
chip_impl_metric{name="yosys_warnings",unit=""} 1
chip_impl_metric{name="cpPeakStageDelay",unit="ns"} 0.64
chip_impl_info{name="most_numerous_cell_types_in_the_synthesized_netlist",value="ha_1 (48), inv_1 (43), nor2_1 (40)"} 1
chip_impl_metric{name="fillCellCount",unit=""} 917
chip_impl_info{name="synth.largest_area_cell",value="ha_1"} 1
chip_impl_info{name="gr-max-usage-layer",value="met2"} 1
chip_impl_info{name="topCellsByArea",value="ha_1 (22%), inv_1 (5.9%), a21oi_1 (5.9%), nor2_1 (5.5%), nand2_1 (4.4%)"} 1
chip_impl_metric{name="postRouteAntennaNets",unit=""} 0
chip_impl_metric{name="warnings",unit=""} 64
chip_impl_metric{name="seq_area_frac_synth",unit="%"} 0
chip_impl_metric{name="place.detailed.hpwl",unit="mm"} 7.155
chip_impl_metric{name="final.setup.worst_slack",unit="ns"} 2.938
chip_impl_metric{name="grt_pass1_vias",unit=""} 2929
chip_impl_metric{name="finalWeightedCongestion",unit=""} 0.9566
chip_impl_metric{name="synth_cells",unit=""} 417
chip_impl_info{name="netlist.top_cell.by_instances",value="ha_1"} 1
chip_impl_metric{name="first_pass_iters",unit=""} 5
chip_impl_metric{name="routedWlPerCell",unit="microns"} 16.01
chip_impl_metric{name="yosys.cell_types.count",unit=""} 69
chip_impl_metric{name="power.net_switching",unit="uW"} 77.24
chip_impl_metric{name="syn_area",unit="sq um"} 2733
chip_impl_info{name="master_of_the_slowest_instance_on_the_critical_path",value="or4_1"} 1
chip_impl_metric{name="dp_slack",unit="ns"} 2.969
chip_impl_metric{name="power.clock.fraction",unit="%"} 0
chip_impl_metric{name="place_area",unit="sq um"} 3323
chip_impl_metric{name="floorplan.initialDensity",unit="%"} 31.18
chip_impl_metric{name="p_sw_share",unit="%"} 54.51
chip_impl_metric{name="vias",unit=""} 3202
chip_impl_metric{name="synth-adder-area-share",unit="%"} 23.44
chip_impl_metric{name="global_route.overflow_total",unit=""} 0
chip_impl_metric{name="synth.area.mux_share",unit="%"} 2.335
chip_impl_metric{name="die_span_in_x",unit="microns"} 115
chip_impl_metric{name="post_route_cells_drive_above_1_share",unit="%"} 3.111
chip_impl_info{name="crit_chain",value="clkdlybuf4s50_1 -> buf_4 -> or4_1 -> o2111ai_1 -> a221o_1 -> or4_1 -> or3_1 -> or4_1 -> nor4b_2 -> clkdlybuf4s50_1"} 1
chip_impl_metric{name="cellPowerDensity",unit="nW/um^2"} 42.64
chip_impl_metric{name="fin_crit",unit="ns"} 8.762
chip_impl_metric{name="synth.top_cell.area_share",unit="%"} 21.98
chip_impl_metric{name="synthXorXnorAreaFrac",unit="%"} 0.6410
chip_impl_metric{name="maxCapViolCount",unit=""} 0
chip_impl_metric{name="met1_usage",unit="%"} 17.64
chip_impl_metric{name="postCtsHoldBufs",unit=""} 0
chip_impl_metric{name="post_synth.cell_area_avg",unit="sq um"} 6.553
chip_impl_metric{name="number_of_antenna_diodes",unit=""} 0
chip_impl_metric{name="min_period_over_period",unit="%"} 74.89
chip_impl_metric{name="met2_usage",unit="%"} 20.68
chip_impl_metric{name="final-hold-violation-count",unit=""} 0
chip_impl_metric{name="setup_violations_final",unit=""} 0
chip_impl_info{name="worstHoldPathType",value="input port to output pin"} 1
chip_impl_info{name="yosys-dominant-comb-family",value="AND-OR/OR-AND gates"} 1
chip_impl_metric{name="pin_count_of_the_biggest_net_entering_global_routing",unit=""} 42
chip_impl_metric{name="cp.required",unit="ns"} 9.36
chip_impl_metric{name="post_synth_and_or_nand_nor_area_fraction",unit="%"} 28.89
chip_impl_metric{name="seq_area",unit="sq um"} 0
chip_impl_metric{name="max_freq",unit="GHz"} 0.1141
chip_impl_metric{name="critical_path_peak_fanout",unit=""} 41
chip_impl_metric{name="global_route.usage.met3",unit="%"} 1.846
chip_impl_metric{name="area_of_the_synthesized_netlist_per_yosys_stat",unit="sq um"} 2733
chip_impl_metric{name="dieHeight",unit="microns"} 115
chip_impl_metric{name="grt_first_pass_wirelength",unit="mm"} 14.32
chip_impl_info{name="critPathCaptureType",value="output pin"} 1
chip_impl_metric{name="area_growth_syn_to_layout",unit="%"} 21.61
chip_impl_metric{name="worstPathBufferInverterCount",unit=""} 3
chip_impl_info{name="family_of_cells_with_the_greatest_summed_delay_on_the_critical_path",value="simple AND/OR/NAND/NOR gates"} 1
chip_impl_metric{name="die_area",unit="sq um"} 13230
chip_impl_metric{name="post-cts-setup-buffer-count",unit=""} 0
chip_impl_metric{name="sequential_power_share",unit="%"} 0
chip_impl_metric{name="final_cell_area",unit="sq um"} 3323
chip_impl_metric{name="timing.setup.tns",unit="ns"} 0
chip_impl_metric{name="share_of_synthesized_cell_area_in_and_or_and_or_and_compound_cells",unit="%"} 34.43
chip_impl_metric{name="drt_iter0_drc",unit=""} 235
chip_impl_metric{name="coreArea",unit="sq um"} 8763
chip_impl_metric{name="slew_violations",unit=""} 0
chip_impl_metric{name="ir_drop",unit="mV"} 0.02293
chip_impl_metric{name="critical_path_arrival",unit="ns"} 6.42
chip_impl_metric{name="antenna_found_initial",unit=""} 0
chip_impl_info{name="critPathMostFrequentCell",value="or4_1"} 1
chip_impl_metric{name="slew_headroom",unit="%"} 51.31
chip_impl_metric{name="numPortBuffers",unit=""} 53
chip_impl_metric{name="routed_wire_length",unit="mm"} 8.932
chip_impl_metric{name="power.static_leakage",unit="uW"} 0.001456
chip_impl_info{name="timing.critical_path.from_type",value="input port"} 1
chip_impl_metric{name="i_o_pin_total",unit=""} 53
chip_impl_info{name="grt_setup_unrepaired",value="no"} 1
chip_impl_metric{name="remaining_drc_errors",unit=""} 0
chip_impl_metric{name="count_of_clock_buffers_in_the_final_design",unit=""} 0
chip_impl_metric{name="layout.sequential_cells",unit=""} 0
chip_impl_metric{name="grt_usage",unit="%"} 12.80
chip_impl_info{name="crit_type",value="input port to output pin"} 1
chip_impl_metric{name="ys_cells",unit=""} 417
chip_impl_metric{name="fin_util",unit="%"} 37.92
chip_impl_metric{name="power.share.combinational",unit="%"} 100.0
-- cells in the final DEF (no fill, tap or decap), types with 3 or more instances in the layout --
master	Yosys	routed
a2111oi_0	3	3
o21bai_1	4	4
nor3_1	21	21
nand2_1	32	32
nand3_1	13	13
a211o_1	4	4
mux2_2	3	3
o211ai_1	9	9
a21oi_1	32	32
ha_1	48	48
a21o_1	8	8
or3_1	3	3
a311oi_1	3	3
clkdlybuf4s50_1	0	53
nand2b_1	9	9
mux2i_1	3	3
a31oi_1	5	5
o21ai_0	21	21
nor4_1	5	4
o22ai_1	3	3
a211oi_1	7	7
o31ai_1	6	6
o311ai_0	3	3
nand4_1	3	3
a221o_1	3	3
and3_1	3	3
buf_4	3	5
nor2b_1	8	8
inv_1	43	43
or4_1	4	4
nor2_1	40	40
-- kinds of logic after synthesis --
| family | Yosys count |
|---|---|
| and+or+nand+nor | 155 |
| AOI/OAI and AO/OA | 136 |
| buffers and inverters | 68 |
| adders and majority gates | 50 |
| muxes | 6 |
| xor gates and xnor gates | 2 |
-- layout make-up --
type | count | area [sq um] | share of cell area [%]
multi-input cells | 349 | 2459 | 73.98
repair buffers | 58 | 568.0 | 17.09
inverters | 43 | 161.4 | 4.857
well taps | 108 | 135.1 | 4.066
-- power groups by stage --
| stage | combinational (uW) | sequential [uW] | clock (uW) |
|---|---|---|---|
| 4_1_cts | 141 | 0 | 0 |
| 6_report | 142 | 0 | 0 |
| 5_1_grt | 157 | 0 | 0 |
-- layer usage --
layer | up-vias | share of wire (%)
li1 | 1601 | -
met1 | 1446 | 45
met2 | 136 | 44
met3 | 19 | 8.5
met4 | 0 | 2.3
met5 | - | 0
-- stage by stage --
step | instances | hold WS [ns] | total power, uW
final | 558 | 5.989 | 141.7
after global routing | 558 | 6.045 | 156.8
after CTS | 558 | 5.994 | 141.2
after detailed placement | 558 | 5.984 | 140.3
after global placement | 558 | 5.964 | 140.4
after floorplan | 417 | 4.924 | 87.38
-- tightest hold or removal path, stage by stage --
cell and delay, ns:
clkdlybuf4s50_1 0.56, a31o_2 0.34, clkdlybuf4s50_1 0.41
-- final timing paths --
kind,from,end,slack [ns],depth (start not counted)
setup / recovery,op_code[0],flag,2.94,10
hold / removal,op_code[2],result[0],5.99,3
Power and IR drop assume default switching activity.
