**config.mk**
```make
export PLATFORM = sky130hd
export DESIGN_NAME = data_mux
export DESIGN_NICKNAME = data_mux
export VERILOG_FILES = /design/flow/design.v
export SDC_FILE = /design/flow/constraint.sdc
export NUM_CORES = 4
export LEC_CHECK = 1
export CORE_AREA = 10 10 70 70
export DIE_AREA = 0 0 80 80
```
**design.v**
```verilog
module data_mux(alu_out, imm_out, rd_data_bus, imm_en, op_code, regD);
input [15:0] alu_out;
input [15:0] imm_out;
input [15:0] rd_data_bus;
input imm_en;
input [3:0] op_code;
output [15:0] regD;
reg[15:0] m_regD;
assign regD = m_regD;
always @(*) begin
    if (imm_en)
        m_regD = imm_out;
    else begin
        if (op_code == 4'b0001) 
            m_regD = rd_data_bus;
        else
            m_regD = alu_out; 
    end 
end
endmodule
```
**constraint.sdc**
```tcl
current_design data_mux

set clk_period 9.5
set clk_io_pct 0.2

create_clock -name clk0 -period $clk_period

set non_clock_inputs [all_inputs -no_clocks]
set_input_delay [expr $clk_period * $clk_io_pct] -clock clk0 $non_clock_inputs
set_output_delay [expr $clk_period * $clk_io_pct] -clock clk0 [all_outputs]
```
**run.sh**
```bash
#!/bin/bash
# OpenROAD 26Q1-2900-gdf79404cd8, Yosys 0.63+post, stock flow scripts
make -C /OpenROAD-flow-scripts/flow DESIGN_CONFIG=/design/flow/config.mk WORK_HOME=/design/flow/orfs finish
```
==> flow_summary.toml <==
# synthesis and place-and-route metrics
[synthesis]
yosys-stat-cells = 54
area_share_of_and_or_nand_nor_cells_after_synthesis = 0.226
aoi_share = 0.226
synthXorXnorAreaFrac = 0
synth.comb.largest_family = "multiplexers"
synthCells = 54
syn-cell-area_um2 = 370
post-synth-top-area-fraction = 0.432
yosysWarnings = 1
synth.yosys.seq_area_share = 0
synth.distinct_cells = 10
ys_sh_mux = 0.432
top_cells_by_area = "mux2i_1 43%, nand2_1 16%, o21ai_1 12%"
synth.avg_cell_area_um2 = 6.86
synthDominantAreaCellType = "mux2i_1"
ys_chip_area_um2 = 370
synth-adder-area-share = 0
netlist_top_cells_count = "16 x mux2i_1, 16 x nand2_1, 9 x o21ai_1, 6 x o21ai_0, 2 x clkbuf_1"

[finish]
final_area_um2 = 1090
syn2layout_area_growth_pct = 195
area.sequential_um2 = 0
num-clock-buffers = 0
fill_cells = 358
layout-drive-gt1-share = 0.0333
layout.sequential_cells = 0

[drt]
route.detailed.vias_per_inst = 3.69
drc = 0
detail_route.iter0.violations = 13
drt-wirelength-per-cell_um = 12.1
count_of_vias_placed_by_the_detailed_router = 612
first_pass_iters = 4
antenna_cells_inserted = 0
postRouteWirelength_mm = 2.01
ant_nets = 0

[final_timing]
worst_slew_pin_slew_ns = 0.748
count_of_final_max_slew_check_failures = 0
post_route_setup_tns_ns = 0
report.final.hold_viol_count = 0
fmaxAchievable_ghz = 0.167
timing.final.crit_share = 0.632
setup_viol = 0
slew_headroom = 0.499
final_period_minus_worst_setup_slack_ns = 6.00
unrepaired_setup_endpoints_after_global_routing = "no"

[global_routing]
grt_usage = 0.0559
grt_pass1_wl_mm = 2.99
grt_antenna_before_repair = 0
via_count_of_the_first_global_routing_pass = 591
overflow = 0
grt_max_degree = 33

[placement]
dp.final_hpwl_mm = 1.81
dpl_cell_area_um2 = 1090
buffer_ports.inserted = 69
gpl.final_weighted_congestion = 0.791

[pwr]
comb_power_share = 1.000
power_density_nw_per_um2 = 38.6
total_switching_power_mw = 0.00959
worst_ir_drop_vdd_mv = 0.00958
p_seq_frac = 0
p_clk_frac = 0
p_int_mw = 0.0326
leakage_nw = 0.379
power.share.switching = 0.227

[worst_setup_path]
crit_path_launch = "op_code[1]"
timing.setup.critical_path_class = "in -> out"
critPathCaptureType = "output pin"
worst_ep_arrival_time_ns = 4.10
cp-start-kind = "input port"
path_max_fanout = 9
worst-endpoint-required_ns = 7.60

[floorplan]
die.size.y_um = 80
design.die.area_um2 = 6400
core-area_um2 = 3420
boundaryPins = 69
core_util_floorplan = 0.108
die-width_um = 80
std_cell_rows = 21

[worst_hold_path]
hold_class = "in -> out"
hold_path.startpoint = "imm_out[10]"

[cts]
post-cts-setup-buffers = 0
cts_resized = 0
cts_hold_repair.buffers = 0

[flow_run]
openroad.warnings = 32
timing.max_cap.violations = 0

[outcome]
status = "complete, no violations"
[through the flow]
step,power (mW),worst slack (ns),cells,utilization,hold slack (ns)
detailed placement,0.0428,3.45,166,0.319,4.71
global placement,0.0426,3.49,166,0.319,4.71
finish,0.0422,3.50,166,0.319,4.70
CTS,0.0430,3.45,166,0.319,4.71
floorplan,0.00901,4.88,54,-,3.83
global route,0.0457,3.30,166,0.319,4.74
[critical path, stage by stage]
cell and delay, ns:
clkdlybuf4s50_1 0.44, nor4b_4 0.71, buf_4 0.32, mux2i_1 0.09, o21ai_0 0.15, clkdlybuf4s50_1 0.49
[cells by family after synthesis]
group / after synthesis
and+or+nand+nor: 17
muxes: 16
AOI/OAI and AO/OA: 16
buffers and inverters: 5
[placed cells by master, fill, tap and decap left out]
cell and n:
clkdlybuf4s50_1 69, mux2i_1 16, nand2_1 16, o21ai_1 9, o21ai_0 6, buf_4 2
nor4b_4 1, o21ai_2 1
[routing by layer]
| metal | track usage | routed length (um) | up-vias |
|---|---|---|---|
| met2 | 0.0875 | 772 | 46 |
| met4 | 0 | 0 | 0 |
| met5 | 0 | 0 | - |
| met3 | 0.0227 | 298 | 0 |
| li1 | - | - | 326 |
| met1 | 0.0745 | 936 | 240 |
[area by class of cell]
| cell class | count | area, um^2 | share of cell area |
|---|---|---|---|
| multi-input cells | 49 | 328 | 0.300 |
| well taps | 46 | 57.6 | 0.0528 |
| repair buffers | 71 | 706 | 0.647 |
[final timing paths]
kind / end / cells past startpoint
min: regD[10] / 4
max: regD[12] / 6
[power by group through the flow]
stage	logic, mW	registers (mW)	clock network, mW
4_1_cts	0.0430	0	0
5_1_grt	0.0457	0	0
6_report	0.0422	0	0
Power figures rest on the tool's default switching activity, not on a simulated workload.
