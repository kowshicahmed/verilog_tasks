==> flow/design.v <==
module alu (input [7:0] a,b, 
            input [3:0] alu_sel, 
            output [7:0] alu_out, 
            output carryout);
        reg [7:0] alu_result;
        wire [8:0] tmp;
        assign alu_out = alu_result;
        assign tmp = {1'b0,a} + {1'b0,b};  
        assign carryout = tmp[8];
always @ (*)
    begin
        case(alu_sel)
            4'b0000:
            alu_result = a+b;
            4'b0001:
            alu_result = a-b;
            4'b0010:
            alu_result = a&b;
            4'b0011:
            alu_result = a^b;
            default: alu_result = a-b;
        endcase
    end
endmodule 
==> flow/run.sh <==
#!/bin/bash
# OpenROAD 26Q1-2900-gdf79404cd8, Yosys 0.63+post, stock flow scripts
make -C /OpenROAD-flow-scripts/flow DESIGN_CONFIG=/design/flow/config.mk WORK_HOME=/design/flow/orfs finish
==> flow/config.mk <==
export PLATFORM = sky130hd
export DESIGN_NAME = alu
export DESIGN_NICKNAME = alu
export VERILOG_FILES = /design/flow/design.v
export SDC_FILE = /design/flow/constraint.sdc
export NUM_CORES = 4
export LEC_CHECK = 1
export CORE_AREA = 10 10 77 77
export DIE_AREA = 0 0 87 87
==> flow/constraint.sdc <==
current_design alu

set clk_period 5.4
set clk_io_pct 0.2

create_clock -name clk0 -period $clk_period

set non_clock_inputs [all_inputs -no_clocks]
set_input_delay [expr $clk_period * $clk_io_pct] -clock clk0 $non_clock_inputs
set_output_delay [expr $clk_period * $clk_io_pct] -clock clk0 [all_outputs]
==> run summary <==
Hold Crit Class -> input port to output pin
Largest net degree at the start of global routing -> 11
CP Class -> input port to output pin
Max cap viols -> 0
Yosys Warn Count -> 1
GP Congestion -> 0.7981
Number of clock-tree buffers in the layout -> 0
Seq share, synth -> 0%
Site row count -> 24
Tool Warnings -> 34
Ports -> 29
Fmax -> 197.2 MHz
Setup Fix Bufs, Post-CTS -> 0
Slew @ Worst Pin -> 0.6219 ns
Register area -> 0 µm²
GRT Overall Usage -> 5.491%
DRC Markers -> 0
Post-Synthesis Cells -> 95
Total gr overflow -> 0
Sum Neg Setup Slack -> 0 ns
CP max stage delay -> 0.48 ns
Antenna violations before repair -> 0
Post-DP HPWL -> 2.000 mm
Crit. End Element -> output pin
Netlist Area Pre-Place -> 785.8 µm²
CP Data Arrival Time -> 3.99 ns
Syn-to-layout area delta -> 46.50%
Core area -> 0.004354 mm²
Min cycle time layout -> 5.071 ns
Cell Type Count -> 31
Drt pass-1 iters -> 3
First-pass GRT wire length -> 3.477 mm
DRT antenna net count -> 0
I/O Buffers -> 29
# Cells Yosys -> 95
Final period util -> 93.90%
Yosys Chip Area -> 785.8 µm²
Startpoint class of the critical path -> input port
Max Slew Vio Count -> 0
Seq_cells -> 0
1st-iter DRT viols -> 54
Crit path DRT -> 4.32 ns
Worst setup path endpoint -> alu_out[7]
Lkg Pwr -> 0.5042 nW
Drt wl/cell -> 12.77 µm
Post-cts repair resize count -> 0
Via count -> 766
Pwr Total -> 0.1346 mW
Final Hold Fails -> 0
Pwr/cell area -> 116.9 mW/mm²
Die ar. -> 0.007569 mm²
CP Launch Point -> alu_sel[3]
Post-DP Area -> 0.001151 mm²
Hold-fix buffers, CTS -> 0
Hold Path Origin -> a[0]
Die Y-Extent -> 87 µm
Crit path cell chain -> clkdlybuf4s50_1 > nor4_4 > buf_4 > a21oi_1 > xor2_1 > ha_1 > a21o_1 > a31o_2 > a21oi_1 > xnor2_1 > o21ai_1 > clkdlybuf4s50_1
N_diodes -> 0
Number of vias per cell -> 4.328
Status -> complete, no violations
Crit Path Max Fanout -> 5
RSZ-0062 raised after global routing -> no
Die X -> 87 µm
Final setup violation count -> 0
Fraction of layout cells with a size suffix above 1 -> 9.600%
FP Core Util -> 18.05%
WL final -> 2.260 mm
Worst VDD drop -> 0.00002664 V
Vias in the first global route -> 758
Post-route cell area -> 0.001151 mm²
Syn avg cell area -> 8.271 µm²
Slowest stage cell, crit path -> clkdlybuf4s50_1
Worst relative slew slack -> 58.36%
[final cells by class]
| cell class | count | area (µm²) |
|---|---|---|
| Fill cell | 464 | 3203 |
| Multi-Input combinational cell | 91 | 765.7 |
| Timing Repair Buffer | 32 | 312.8 |
| Tap cell | 52 | 65.06 |
| Inverter | 2 | 7.507 |
[synthesized netlist by cell type]
| cell | number | area (µm²) |
|---|---|---|
| and4_1 | 1 | 8.760 |
| nand3_1 | 2 | 10.01 |
| nand2_1 | 3 | 11.26 |
| nor3_1 | 2 | 10.01 |
| ha_1 | 17 | 212.7 |
| nor2_1 | 9 | 33.78 |
| buf_4 | 1 | 7.510 |
| o21ai_1 | 1 | 5.000 |
| a31o_2 | 1 | 8.760 |
| nor3b_1 | 2 | 15.01 |
| mux2i_1 | 4 | 40.04 |
| fa_1 | 1 | 20.02 |
| xnor2_2 | 1 | 16.27 |
| a211oi_1 | 2 | 15.01 |
| xnor2_1 | 1 | 8.760 |
| nor2b_1 | 1 | 6.260 |
| a21oi_1 | 10 | 50.05 |
| or4b_1 | 1 | 10.01 |
| a21o_1 | 7 | 52.55 |
| xor2_1 | 10 | 87.58 |
| o21ai_0 | 2 | 10.01 |
| nor4_4 | 1 | 21.27 |
| a31oi_2 | 1 | 12.51 |
| o211ai_1 | 2 | 15.01 |
| nor3b_2 | 1 | 12.51 |
| nor4b_1 | 1 | 8.760 |
| mux2_2 | 4 | 45.04 |
| buf_2 | 1 | 5.000 |
| nand2b_1 | 1 | 6.260 |
| inv_1 | 2 | 7.510 |
| a31oi_1 | 2 | 12.51 |
[kinds of logic after synthesis]
logic type / after synthesis / synth area share (%)
buffers and inverters: 4 / 2.548
XOR/XNOR: 12 / 14.33
AND-OR/OR-AND: 28 / 23.09
AND/OR/NAND/NOR: 25 / 19.59
adder cells (fa/ha/maj): 18 / 29.62
multiplexers: 8 / 10.83
[metrics by stage]
stage,std cells,util (%),hold WS (ns),setup slack [ns]
after global routing,177,26.44,3.374,0.08081
after floorplan,95,-,2.332,1.322
after global placement,177,26.44,3.324,0.2876
after CTS,177,26.44,3.333,0.2748
final,177,26.44,3.325,0.3293
after detailed placement,177,26.44,3.334,0.2820
[worst max-delay path, delay by kind of cell]
family | cells | cell delay [ns]
AND/OR/NAND/NOR | 1 | 0.42
AND-OR/OR-AND | 5 | 0.78
XOR/XNOR | 2 | 0.23
buffers and inverters | 3 | 1.15
adder cells (fa/ha/maj) | 1 | 0.34
[per-layer routing]
metal	track usage (%)	share of wire [%]
met2	9.327	46
met3	0.8491	4.6
met4	0	0
met1	7.546	49
met5	0	0
[cell usage in the layout, fill, tap and decap left out, types with 3 or more instances in the layout]
cell type        synthesis  layout
ha_1                    17      17
nand2_1                  3       3
xor2_1                  10      10
a21o_1                   7       7
mux2_2                   4       4
buf_4                    1       3
clkdlybuf4s50_1          0      29
a21oi_1                 10      10
mux2i_1                  4       4
nor2_1                   9       9
[power breakdown]
group / switching (mW) / leakage (nW) / internal [mW]
combinational: 0.0543 / 0.504 / 0.0803
clock: 0 / 0 / 0
sequential: 0 / 0 / 0
[worst min path at each step]
stage	to	slack, ns	depth (start not counted)
after CTS	alu_out[0]	3.33	4
after global routing	alu_out[0]	3.37	4
final	alu_out[0]	3.32	4
No activity file was given, so power comes from the tool's default toggle rates.
